**flow/config.mk**
```make
export PLATFORM = sky130hd
export DESIGN_NAME = Full_Adder
export DESIGN_NICKNAME = Full_Adder
export VERILOG_FILES = /design/flow/design.v
export SDC_FILE = /design/flow/constraint.sdc
export NUM_CORES = 4
export LEC_CHECK = 1
export CORE_AREA = 10 10 70 70
export DIE_AREA = 0 0 80 80
```
**flow/constraint.sdc**
```tcl
current_design Full_Adder

set clk_period 4.2
set clk_io_pct 0.2

create_clock -name clk0 -period $clk_period

set non_clock_inputs [all_inputs -no_clocks]
set_input_delay [expr $clk_period * $clk_io_pct] -clock clk0 $non_clock_inputs
set_output_delay [expr $clk_period * $clk_io_pct] -clock clk0 [all_outputs]
```
**flow/design.v**
```verilog
module Full_Adder ( a,b,cin,sum,carry);
    input [7:0]a; input [7:0]b; input cin;
    output [7:0]sum; output carry;
assign {cout,sum}=a+ b+cin;
endmodule
```
**flow/run.sh**
```bash
#!/bin/bash
# OpenROAD 26Q1-2900-gdf79404cd8, Yosys 0.63+post, stock flow scripts
make -C /OpenROAD-flow-scripts/flow DESIGN_CONFIG=/design/flow/config.mk WORK_HOME=/design/flow/orfs finish
```
==> reports/results.tsv <==
stage	metric	value	unit
sta	post-route-min-period	4060	ps
placement	gp_congestion	0.730	
synth	yosysWarnings	2	
floorplan	fp_util	0.104	
power	power_density	139	mW/mm2
synth	yosys-top-cells-area	ha_1 (21%), fa_1 (11%), a21oi_1 (7.0%), o211ai_1 (6.3%), inv_1 (5.3%)	
critical_path	crit_path_end_kind	output port	
sta	finalHoldViolCount	0	
detailed_routing	num_antenna_cells	0	
run_status	status	complete, no violations	
synth	syn_inst	45	
critical_path	path_class	input pin to output port	
global_routing	grt_use_total	0.0359	
floorplan	die-area	0.00640	mm2
power	p_switching	0.0000315	W
final_layout	drive_gt1_frac	0.0290	
floorplan	rows	21	
sta	grt_setup_unrepaired	false	
critical_path	cp.arrival	3220	ps
power	combPwrFrac	1.000	
detailed_routing	drt_pass1_iterations	3	
critical_path	crit_start	a[0]	
critical_path	crit_path_start_kind	input pin	
power	vdd_drop_max	47.3	uV
floorplan	dieWidth	80	um
floorplan	io_pins	26	
sta	min_period_over_period	0.966	
clock_tree	cts_hold_buffers	0	
detailed_routing	wire_per_inst	9.78	um
synth	ys_sh_xor	0.0982	
detailed_routing	via_count	404	
synth	syn_avg_cell_area	7.92	um2
synth	synthAdderAreaFrac	0.323	
synth	synthMuxAreaShare	0	
synth	ys_top_logic_family	AND-OR/OR-AND gates	
final_layout	final_cell_mix	clkdlybuf4s50_1 (25), ha_1 (6), inv_1 (5), a21oi_1 (5), o211ai_1 (3)	
final_layout	design.seq.count	0	
placement	dpl.hpwl	1070	um
final_layout	area_growth_syn_to_layout	84.9	%
detailed_routing	postRouteAntennaNets	0	
sta	setup_violations	0	
detailed_routing	drc	0	
power	switching_share	0.344	
synth	ys_seq_frac	0	
power	pwr-share-seq	0	
global_routing	antenna_found_initial	0	
sta	finalSetupTns	0	ps
floorplan	die_y	80	um
synth	ys_sh_simple	0.147	
synth	ys_cells	45	
placement	portBuffers	25	
synth	synthesis.area	357	um2
critical_path	required	3360	ps
hold_path	hold_path.startpoint	cin	
flow_run	max-cap-violations	0	
synth	synth_chip_area	357	um2
critical_path	cp_max_fo	3	
floorplan	core_area	0.00342	mm2
detailed_routing	vias_per_cell	3.51	
power	p_clk_frac	0	
sta	drv_slew	0	
clock_tree	postCtsResizedCells	0	
final_layout	clock_buffers	0	
detailed_routing	routed_wl	1130	um
detailed_routing	drtIter0Drc	4	
clock_tree	cts_setup_buffers	0	
synth	top_area_cell	ha_1	
synth	ys_types	25	
global_routing	grt_pass1_wl	1900	um
power	intPower	0.0000599	W
power	power_leakage	0.252	nW
global_routing	grt_pass1_vias	398	
flow_run	warnings	32	
hold_path	hold_class	input pin to output port	
global_routing	overflow	0	
final_layout	lay_top_count	clkdlybuf4s50_1	
global_routing	grt_max_degree	8	
synth	synth_top_area_share	0.211	
final_layout	register_area	0	um2
sta	fmax	247	MHz
final_layout	final_util	0.193	
synth	aoi_share	0.347	
## layout make-up
class / count / area [um2]
fillers: 393 / 2760
inverters: 5 / 18.8
multi-input cells: 39 / 333
well taps: 46 / 57.6
repair buffers: 25 / 250
## worst paths after layout
| kind | depth (start not counted) | to | slack [ps] |
|---|---|---|---|
| min | 3 | sum[0] | 2760 |
| max | 8 | sum[6] | 140 |
## power groups by stage
stage	Sequential, W	Combinational (W)	Clock, W
CTS	0	0.0000937	0
global route	0	0.000104	0
finish	0	0.0000914	0
## routing by layer
| metal | GRT usage | share of wire | vias to the layer above |
|---|---|---|---|
| met2 | 0.0618 | 0.51 | 12 |
| met3 | 0.00795 | 0.064 | 0 |
| met4 | 0 | 0 | 0 |
| met5 | 0 | 0 | - |
| li1 | - | - | 216 |
| met1 | 0.0471 | 0.43 | 176 |
## worst max-delay path: stages
cell and delay, ps:
clkdlybuf4s50_1 430, fa_1 480, inv_1 90, fa_2 240, nor2b_4 50, o31a_1 250, o311ai_1 300, clkdlybuf4s50_1 530
## metrics by stage
stage                     std cells  hold WS (ps)  instance area [um2]  setup WS, ps  total power [W]
after floorplan                  45          1780                  357          1290        0.0000393
after global placement          115          2770                  657           178        0.0000929
after detailed placement        115          2770                  657           143        0.0000931
after CTS                       115          2780                  657           120        0.0000937
after global routing            115          2790                  659          14.2         0.000104
final                           115          2760                  659           145        0.0000914
## kinds of logic (layout without fill, tap and decap cells)
kind of cell / Yosys count / in the layout
xor gates and xnor gates: 4 / 4
buffers and inverters: 6 / 30
other: 1 / 1
and+or+nand+nor: 8 / 8
adders and majority gates: 8 / 8
AOI/OAI and AO/OA: 18 / 18
## Yosys cell counts, drive strengths merged
cell type and n:
a211oi 1, conb 1, o311ai 2, a21oi 5, inv 5, nor2b 3, o31a 1, nor3 1
xnor2 2, fa 2, nand2b 1, xor2 2, o21ai 2, o2bb2ai 1, ha 6, nor2 1
a21o 1, a311oi 1, buf 1, nand2 1, o21a 1, nor3b 1, o211ai 3
No activity file was given, so power comes from the tool's default toggle rates.
