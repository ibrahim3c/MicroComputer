[config.mk]
export PLATFORM = sky130hd
export DESIGN_NAME = TR
export DESIGN_NICKNAME = TR
export VERILOG_FILES = /design/flow/design.v
export SDC_FILE = /design/flow/constraint.sdc
export NUM_CORES = 4
export LEC_CHECK = 1
export CORE_AREA = 10 10 70 70
export DIE_AREA = 0 0 80 80
[constraint.sdc]
current_design TR

set clk_period 1.4
set clk_io_pct 0.2

create_clock -name clk0 -period $clk_period [get_ports {clk}]

set non_clock_inputs [all_inputs -no_clocks]
set_input_delay [expr $clk_period * $clk_io_pct] -clock clk0 $non_clock_inputs
set_output_delay [expr $clk_period * $clk_io_pct] -clock clk0 [all_outputs]
[design.v]
module TR(
    input INR,LD,clk,CLR
    ,input[7:0] in
    ,output reg [7:0] out
) ;
    always @(posedge clk ) begin
        if(CLR) out<=8'b0;
         if(LD)  out <=in;
         if(INR)  out<=in+1;
    end
endmodule
[run.sh]
#!/bin/bash
# OpenROAD 26Q1-2900-gdf79404cd8, Yosys 0.63+post, stock flow scripts
make -C /OpenROAD-flow-scripts/flow DESIGN_CONFIG=/design/flow/config.mk WORK_HOME=/design/flow/orfs finish
==> out/metrics.cfg <==
[die]
die_area_um2=6400
rows=21
core_um2=3420
die_h_um=80
die_w_um=80
initial_utilization_pct=13.3
io_pins=20

[logic_synthesis]
synthDominantCellAreaShare_pct=53.0
avgSynthCellArea_um2=12.2
ys_seq_share_pct=53.0
ys_ff=8
syn-instance-count=37
synth_area_leader_cell=edfxtp_1
ys_chip_area_um2=453
syn_area_um2=453
yosys_cells=37
yosysUniqueCellTypes=17
yosysWarnings=1
top_cells_by_area=edfxtp_1, o221ai_1, a21oi_1

[drt]
viasPerCell=3.81
dr.pass1.iters=4
wl_um=1310
wl_per_cell_um=11.4
antennaDiodeCount=0
drtIter0Drc=28
ant_nets=0
vias=438
remaining_drc_errors=0

[critical_path]
cp.depth=2
cp_slowest_cell=or3_2
cp-endpoint=out[5]
crit_family=simple AND/OR/NAND/NOR gates
startpoint_type=input port
crit_path_max_incr_delay_ps=590
crit_chain=clkdlybuf4s50_1, or3_2
arrival_ps=1330
worstSetupPathType=input port to register
setup.worst_path.start=LD
cp_max_fo=8
cp-end-kind=register
required_ps=1360
critical_path_buf_inv_count=1

[timing]
timing.fmax_mhz=731
rsz0062_at_grt=no
worstMarginPinSlew_ps=219
hold_viol=0
final_max_slew_viol_count=0
layout_worst_path_cycle_share_pct=97.7
relSlewSlack_pct=85.4
min_period_ps=1370
finalSetupViolCount=0

[pwr]
leakagePower_nw=0.318
ir_drop_mv=0.183
p_per_area_nw_per_um2=760
power_mw=0.628

[clock_tree]
cts_sinks=8
ctsHoldBuffers=0
htree_num_levels=1
cts_setup_buffers=0
cts_tree=built
cts_buffer_depth=2
clk_pin_slew_ps=50
ctsResizeCount=0
clock_tree.root_cell=clkbuf_4
cts_made_buffers=3

[place]
place.gp.congestion=0.849
hpwl_um=1110
placed_area_um2=772
port_buffers=19

[global_route]
grt_max_degree=13
antenna_found_initial=0
grt_pass1_wl_um=1970
grt_pass1_vias=441
grt_remaining_overflow=0
grt.total_usage_pct=3.73

[cells_and_area]
layout.cells.most_common=clkdlybuf4s50_1
reg_top3=out x8
drive_gt1_share_pct=30.4
largest_register_ffs=8
syn2layout_area_growth_pct=82.3
fin_area_um2=826
largest-register=out
layout_top_cells=clkdlybuf4s50_1, buf_4, edfxtp_1
final.fill_count=365

[hold_path]
hp-class=input port to register

[run]
warning_count=25
maxCapViolCount=0

[status]
status=finished clean

report_power, final:
part | switching, mW | total [mW] | leakage, nW | internal, mW
registers | 0.00617 | 0.299 | 0.0863 | 0.293
logic | 0.0581 | 0.164 | 0.218 | 0.106
clock network | 0.0668 | 0.164 | 0.0138 | 0.0973
total | 0.131 | 0.628 | 0.318 | 0.497
stage by stage:
step	hold WS, ps	worst slack, ps	instances	utilization, %	setup TNS, ps
floorplan	482	281	37	-	0
global placement	1010	-217	112	22.6	-2960
detailed placement	1010	-244	112	22.6	-3450
CTS	752	17.6	115	23.3	0
global route	594	20.7	115	24.2	0
finish	574	32.6	115	24.2	0
kinds of logic (layout without fill, tap and decap cells):
logic type | after synthesis | count (layout) | share of synthesized area [%]
buffers and inverters | 3 | 35 | 4.14
adder cells (fa/ha/maj) | 1 | 1 | 2.76
AND-OR/OR-AND | 13 | 13 | 19.6
AND/OR/NAND/NOR | 10 | 10 | 15.7
multiplexers | 2 | 2 | 4.70
flip-flops | 8 | 8 | 53.0
synthesized netlist by cell type:
cell      number
a21oi_1        5
a22o_1         1
buf_6          1
edfxtp_1       8
ha_1           1
inv_1          2
mux2_2         1
mux2i_1        1
nand2_1        3
nand3_1        2
nand4_1        2
nand4_4        1
nor2b_2        1
o221ai_1       3
o22ai_1        1
o31ai_1        3
or3_2          1
how the worst min path moves through the flow:
| stage | start | end | slack (ps) | cells past startpoint |
|---|---|---|---|---|
| global route | in[1] | out[1] | 590 | 3 |
| CTS | in[7] | out[7] | 750 | 2 |
| finish | in[1] | out[1] | 570 | 3 |
per-layer routing:
metal / GRT usage, % / share of wire [%] / vias up
met5: 0 / 0 / -
met4: 1.41 / 4.3 / 0
met3: 1.59 / 9.6 / 4
met2: 5.70 / 44 / 16
met1: 4.54 / 42 / 200
li1: - / - / 218
layout make-up:
cell class | instances | area, um2 | area share, %
Timing Repair Buffer | 30 | 280 | 33.9
Sequential cell | 8 | 240 | 29.1
Multi-Input combinational cell | 26 | 218 | 26.4
Tap cell | 46 | 57.6 | 6.97
Clock buffer | 3 | 22.5 | 2.73
Inverter | 2 | 7.51 | 0.909
Power figures rest on the tool's default switching activity, not on a simulated workload.
