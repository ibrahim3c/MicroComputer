[design/flow/design.v]
module Sequence_Counter(
    input clk, reset, INC,
    output reg [3:0] count
);
    always @(posedge clk) begin
        if (reset)
            count <= 4'h0;
        else if(INC)
            count <= count + 1;
    end
endmodule
[design/flow/run.sh]
#!/bin/bash
# OpenROAD 26Q1-2900-gdf79404cd8, Yosys 0.63+post, stock flow scripts
make -C /OpenROAD-flow-scripts/flow DESIGN_CONFIG=/design/flow/config.mk WORK_HOME=/design/flow/orfs finish
[design/flow/config.mk]
export PLATFORM = sky130hd
export DESIGN_NAME = Sequence_Counter
export DESIGN_NICKNAME = Sequence_Counter
export VERILOG_FILES = /design/flow/design.v
export SDC_FILE = /design/flow/constraint.sdc
export NUM_CORES = 4
export LEC_CHECK = 1
export CORE_AREA = 10 10 70 70
export DIE_AREA = 0 0 80 80
[design/flow/constraint.sdc]
current_design Sequence_Counter

set clk_period 1.7
set clk_io_pct 0.2

create_clock -name clk0 -period $clk_period [get_ports {clk}]

set non_clock_inputs [all_inputs -no_clocks]
set_input_delay [expr $clk_period * $clk_io_pct] -clock clk0 $non_clock_inputs
set_output_delay [expr $clk_period * $clk_io_pct] -clock clk0 [all_outputs]
==> metrics.cfg <==
[cts]
cts_resized = 0
cts.reportedPaths.clkPinSlew_ps = 30
cts_inserted_buffers = 3
cts_tree = done
clock_sinks = 4
clock_path_buffers = 2
cts_root_buf = clkbuf_4
cts_setup_buffers = 0
postCtsHoldBufs = 0
clk_latency_ps = 230
cts-htree-levels = 1

[detailed_routing]
antennaDiodeCount = 0
wire_per_inst_um = 6.71
routed_wl_um = 483
initialDrtViolationCount = 3
drc = 0
via_count = 146
drt-pass1-iter-count = 2
final_antenna_net_count = 0
viasPerCell = 2.03

[logic_synthesis]
syn_area_sq_um = 179
yosys_cells = 16
synth.top_cells.by_count = 4 x dfxtp_1, 3 x nor2_1
yosys_area_sq_um = 179
top_area_frac = 0.448
area_leaders = dfxtp_1 45%, mux2_4 8.4%, ha_1 7.0%
top_area_cell = dfxtp_1
top_cell = dfxtp_1
async_flop_share = 0
avgSynthCellArea_sq_um = 11.2
yosysSeqAreaShare = 0.448
edf_count = 0
flop_cell = dfxtp_1
ys_warn_count = 1
numSynthFlops = 4
netlist_instances = 16
ys_types = 11

[final_timing]
max_slew_margin = 0.871
final_hold_viol_count = 0
rsz0062_at_grt = false
worstMarginPinSlew_ps = 193
fmax_mhz = 673
period_needed_ps = 1490
skew_ps = 3.75
finalSetupViolations = 0
period_used_share = 0.874
final_max_slew_viol_count = 0
finalSetupTns_ps = 0

[power_and_ir_drop]
p_leak_nw = 0.125
ir_drop_v = 0.000226
power.density_nw_per_um2 = 774

[setup_path]
slowest_delay_ps = 510
crit_end = count[0]
slowest_stage = clkdlybuf4s50_1
rrSetupSlack_ps = 730
crit_buf_inv = 1
rr_startpoint = count[0]
crit_start = count[0]
rr_worst_depth = 3
crit_fanout = 4
cp_top_family = buffers and inverters
path_cells = clkdlybuf4s50_1
cp.depth = 1
critPathLaunchType = register
cp.arrival_ps = 1150
cp-end-kind = output pin
worstSetupPathType = register to output pin
r2r_end = count[1]
critical_path_required_ps = 1360

[global_route]
grt_pass1_vias = 153
grt_pass1_wl_um = 793
antenna_found_initial = 0
grt.total_usage = 0.0171
grt_max_degree = 6
globalRouteOverflowTotal = 0

[run]
maxCapViolCount = 0
tool_warnings = 25

[place]
port_buffers = 6
gp_congestion = 0.651
placed_area_sq_um = 304

[cells_and_area]
fill_cells = 404
top_register = count
largest_register_ffs = 4
fin_area_sq_um = 327
top_regs = count: 4 flops
syn_to_final_growth_pct = 82.5
layout-drive-gt1-share = 0.269

[worst_hold_path]
hold_class = register to register
worst_hold_path.num_cells = 2

[outcome]
status = complete, no violations

[die]
die-area_sq_um = 6400
initial_core_util = 0.0524
die_h_um = 80
io_pins = 7
core_area_sq_um = 3420
rows = 21
die_x_um = 80

## worst min-delay path by stage
stage | from | endpoint | slack (ps)
after global routing | count[0] | count[0] | 600
final | count[1] | count[1] | 570
after CTS | count[0] | count[0] | 580
## stage by stage
step             util  hold slack, ps  setup slack (ps)  std cells  power (W)
6_report       0.0956             573               214         72   0.000253
4_1_cts        0.0956             575               196         72   0.000259
3_5_place_dp   0.0890             566               321         69   0.000139
5_1_grt        0.0956             602               137         72   0.000273
3_3_place_gp   0.0890             552               317         69   0.000138
2_1_floorplan       -             409               813         16   0.000116
## power by group
part	switching (W)	leakage, nW	internal (W)	total [W]
sequential	0.00000673	0.0326	0.0000997	0.000106
combinational	0.0000105	0.0786	0.0000207	0.0000312
clock	0.0000364	0.0138	0.0000788	0.000115
total	0.0000536	0.125	0.000199	0.000253
## metal layers
layer / GRT usage / vias to the layer above / wire length (um)
met4: 0.00352 / 0 / 0
met3: 0.0216 / 0 / 90
met1: 0.0226 / 62 / 246
li1: - / 77 / -
met5: 0 / - / 0
met2: 0.0152 / 7 / 146
## kinds of logic after synthesis
kind of cell,Yosys count,synth area share
muxes,2,0.140
AOI/OAI and AO/OA,2,0.0839
adders and majority gates,1,0.0699
and+or+nand+nor,6,0.210
xor gates and xnor gates,1,0.0490
DFF,4,0.448
## worst register-to-register path: cells and delay by family, from the launching register on
family,cells,cell delay [ps]
adder cells (fa/ha/maj),1,260
flip-flops,1,410
multiplexers,1,140
AND/OR/NAND/NOR,1,50
## cells in the final DEF, fill, tap and decap left out, types with 3 or more instances in the layout
cell	n
nor2_1	3
clkbuf_4	3
dfxtp_1	4
clkdlybuf4s50_1	6
## final cells by class
type	count	area [sq um]	area share
multi-input combinational	12	98.8	0.303
sequential	4	80.1	0.245
timing repair buffer	7	67.6	0.207
tap	46	57.6	0.176
clock buffer	3	22.5	0.0690
No activity file was given, so power comes from the tool's default toggle rates.
